==> ./design.v <==
module nios_2 (
input clk,
input rst,
input enable,   
input  [31:0] inst_fetch,
output wire [7:0] prog_count_o,
output wire        data_mem_wr_o,     
output wire        data_mem_rd_o,     
output wire [31:0] data_mem_addr_o,   
output wire [31:0] data_mem_wdata_o   
);
wire  [7:0] prog_count_c;
wire  [5:0] opcode_c;   
wire [31:0] immi_val_c;   
wire  [4:0] rega_addr_c;  
wire  [4:0] regb_addr_c;  
wire  [4:0] regc_addr_c;  
wire [31:0] alu_op_c;   
wire  [1:0] alu_opr_c;  
wire        mem_op_c;        
reg [31:0] reg_mem [31:0];
reg  [7:0] prog_count;
reg  [5:0] opcode_ex;    
reg  [5:0] opcode_mem;   
reg [31:0] immi_val;     
reg [31:0] regA;         
reg [31:0] regB;         
reg [31:0] regC;         
reg [31:0] regA_mem;     
reg [31:0] regB_mem;     
reg [31:0] regC_mem;     
reg [31:0] alu_op;       
reg        i_type;       
reg        j_type;       
reg        r_type;       
assign prog_count_o = prog_count;
assign prog_count_c = (enable) ? (prog_count + 8'h01) : prog_count;
assign opcode_c = inst_fetch[5:0];
assign i_type_c = ( (opcode_c == 6'h04) |
                    (opcode_c == 6'h15) |
                    (opcode_c == 6'h16) |
                    (opcode_c == 6'h17));
assign j_type_c = (opcode_c == 6'h06);
assign r_type_c = ( (opcode_c == 6'h3a) |
                    (opcode_c == 6'h31));
assign rega_addr_c = {5{(i_type_c | r_type_c)}} & inst_fetch[31:27];
assign regb_addr_c = {5{(i_type_c | r_type_c)}} & inst_fetch[26:22];
assign regc_addr_c = {5{r_type_c}} & inst_fetch[21:17];
assign immi_val_c = {32{i_type_c}} & {inst_fetch[21],15'h00, inst_fetch[21:6]} |
                    {32{j_type_c}} & {5'h00,inst_fetch[31:6]};
assign alu_opr_c = {2{((opcode_ex == 6'h31) | 
                       (opcode_ex == 6'h15) | 
                       (opcode_ex == 6'h17))}} & 2'b01 |
                   {2{(opcode_ex == 6'h3A)}} & 2'b11;
assign alu_op_c = {31{(alu_opr_c == 2'b01) & i_type}} & (regA + immi_val) |
                  {31{(alu_opr_c == 2'b01) & r_type}} & (regA + regB)     |
                  {31{(alu_opr_c == 2'b11) & i_type}} & (regA * immi_val) |
                  {31{(alu_opr_c == 2'b11) & r_type}} & (regA * regB);
assign mem_op_c         = (data_mem_rd_o | data_mem_wr_o);
assign data_mem_rd_o    = (opcode_mem == 6'h17);
assign data_mem_wr_o    = (opcode_mem == 6'h15);
assign data_mem_addr_o  = {32{mem_op_c}} & alu_op;
assign data_mem_wdata_o = {32{mem_op_c}} & regB_mem;
always @ (posedge clk or negedge rst)
begin
  if(!rst) 
  begin
    reg_mem[0]    <= #1 'h00;
    reg_mem[1]    <= #1 'h00;
    reg_mem[2]    <= #1 'h02;
    reg_mem[3]    <= #1 'h00;
    reg_mem[4]    <= #1 'h00;
    reg_mem[5]    <= #1 'h08;
    reg_mem[6]    <= #1 'h07;
    reg_mem[7]    <= #1 'h06;
    reg_mem[8]    <= #1 'h05;
    reg_mem[9]    <= #1 'h00;
    prog_count    <= #1 8'h00;
    immi_val      <= #1 32'h00;
    regA          <= #1 32'h00;
    regB          <= #1 32'h00;
    regC          <= #1 32'h00;
    regA_mem      <= #1 32'h00;
    regB_mem      <= #1 32'h00;
    regC_mem      <= #1 32'h00;
    opcode_ex     <= #1 'h00;
    opcode_mem    <= #1 'h00;
    i_type        <= #1 'b0;
    j_type        <= #1 'b0;
    r_type        <= #1 'b0;
    alu_op        <= #1 32'h0000;
  end
  else
  begin
     regA       <= #1 reg_mem[rega_addr_c];
     regB       <= #1 reg_mem[regb_addr_c];
     regC       <= #1 reg_mem[regc_addr_c];
     regA_mem   <= #1 regA;
     regB_mem   <= #1 regB;
     regC_mem   <= #1 regC;
     prog_count <= #1 prog_count_c;
     immi_val   <= #1 immi_val_c;
     opcode_ex  <= #1 opcode_c;
     opcode_mem <= #1 opcode_ex;
     i_type     <= #1 i_type_c;
     j_type     <= #1 j_type_c;
     r_type     <= #1 r_type_c;
     alu_op     <= #1 alu_op_c;
  end
end
endmodule
==> ./run.sh <==
#!/bin/bash
# OpenROAD 26Q1-2900-gdf79404cd8, Yosys 0.63+post, stock flow scripts
make -C /OpenROAD-flow-scripts/flow DESIGN_CONFIG=/design/flow/config.mk WORK_HOME=/design/flow/orfs finish
==> ./config.mk <==
export PLATFORM = sky130hd
export DESIGN_NAME = nios_2
export DESIGN_NICKNAME = nios_2
export VERILOG_FILES = /design/flow/design.v
export SDC_FILE = /design/flow/constraint.sdc
export NUM_CORES = 4
export LEC_CHECK = 1
export CORE_UTILIZATION = 50
==> ./constraint.sdc <==
current_design nios_2

set clk_period 11.0
set clk_io_pct 0.2

create_clock -name clk0 -period $clk_period [get_ports {clk}]

set non_clock_inputs [all_inputs -no_clocks]
set_input_delay [expr $clk_period * $clk_io_pct] -clock clk0 $non_clock_inputs
set_output_delay [expr $clk_period * $clk_io_pct] -clock clk0 [all_outputs]
==> CHANGELOG.md <==
## Implementation

- Status: finished clean
- Post_cts resized: 0
- Crit. Startpoint: regA[1]$_DFF_PN0_
- Clk root buf: clkbuf_16
- OpenROAD warnings: 31
- Cts bufs inserted: 9
- Post-CTS Setup Inserts: 0
- CTS HTree Levels: 3
- Max Clk Rate: 0.164 GHz
- Post-synth EDFFs: 0
- Critical path required time: 11240 ps
- Max cap viols: 0
- CP Depth: 18
- Mapped cell area: 10100 um^2
- RSZ-0062 raised after global routing: no
- NetSw: 204 uW
- Hold-fix buffers, CTS: 0
- Design area: 11400 um^2
- Layout cell share with drive strength beyond 1: 3.22%
- Critical path's largest stage delay: 740 ps
- Longest Clk Path Bufs: 2
- Avg WL per Cell: 15.3 um
- Core box area: 19700 um^2
- Diode count: 0
- Worst min-delay path class: flop to flop
- Crit path launch type: flop
- First-pass GRT wire length: 34400 um
- Final hold vios: 0
- YS warnings: 709
- Final Setup Violations: 0
- DR pass1 iterations: 5
- Crit Path Category: flop to flop
- FF-to-FF End: alu_op[27]$_DFF_PN0_
- Die Area: 20900 um^2
- I/O Buffers: 79
- Syn avg cell area: 9.46 um^2
- RD Place Congestion: 0.964
- Post-synthesis cell count: 1072
- Register share of total power: 48.6%
- Vias in the first global route: 6888
- Antenna violations before repair: 0
- Worst VDD drop: 0.0714 mV
- Cell Pwr Density: 66.8 nW/um^2
- Grt ovf: 0
- CTS tree: done
- Largest net degree at the start of global routing: 50
- Yosys chip area: 10100 um^2
- CP Data Arrival Time: 6320 ps
- Post-DP HPWL: 17000 um
- Die extent in x: 144 um
- Crit path max fanout: 18
- GRT Total Usage: 22.4%
- Total number of vias: 7370
- Worst Tran Pin Value: 711 ps
- I/O pin count: 109
- Initial Util: 51.6%
- CP top delay family: adder cells
- Worst r2r src: regA[1]$_DFF_PN0_
- Max-slew violation count: 0
- Worst-path clk slew: 80 ps
- Hold slack: 391 ps
- Worst setup path end: alu_op[27]$_DFF_PN0_
- Core Util, Final: 58.1%
- Final WL: 21700 um
- Final worst-path cycle share: 55.3%
- DRC viols: 0
- Critical Path End Type: flop
- Most frequent CP cell: ha_1
- Post-synth cell types: 58
- Die H: 144 um
- Cell total in the yosys stat output: 1072
- Leakage: 0.00639 uW
- Clock sink count: 91
- Synthesis-to-finish area growth: 12.6%
- Row cnt: 51
- Cell count of the worst reg-to-reg path: 18
- Setup_tns: 0 ps
- DP Area: 11100 um^2
- Clock skew: 5.79 ps
- #FFs+latches synth: 91
- Post-route minimum period: 6080 ps
- Final ANT Viol Nets: 0
- CP Cell Sequence: buf_4, and2_1, fa_1, ha_1, ha_1, ha_1, ha_1, ha_1, ha_1, fa_1, ha_1, nor2b_1, a311o_1, a221oi_4, o21ai_1, a211oi_1, xor2_1, nor2_1
- Sw Ratio: 26.7%
- Crit-path slowest cell: dfrtp_1
- Later-pin clock latency in the skew report: 360 ps
- Clk pwr share: 41.4%
- Post-synth ARST share: 100%
- Starting DRT DRC Count: 298
- Max-slew headroom: 52.6%
- Register share after synthesis: 22.4%
- Bufs and invs on worst path: 1
- Vias per cell: 5.22
- R2r setup slk: 4920 ps
- Internal: 559 uW
- Hold Startpoint: opcode_ex[2]$_DFF_PN0_
- Dominant Register Cell: dfrtp_1
- Combinational Power Share: 10.0%
-- worst reg2reg max path, stage by stage (launching register included) --
cell and delay (ps):
dfrtp_1 740, buf_4 330, and2_1 190, fa_1 390, ha_1 290, ha_1 280
ha_1 280, ha_1 290, ha_1 300, ha_1 300, fa_1 480, ha_1 350
nor2b_1 150, a311o_1 420, a221oi_4 420, o21ai_1 220, a211oi_1 320, xor2_1 170
nor2_1 50
-- cells in the mapped netlist, types with 3 or more instances --
master / instances / area (um^2)
nor2b_1: 22 / 138
nor4b_1: 3 / 26.3
a22oi_1: 3 / 22.5
a21oi_1: 37 / 185
nor2_1: 46 / 173
xnor2_1: 33 / 289
o221ai_1: 4 / 35.0
and3_1: 5 / 31.3
a222oi_1: 3 / 30.0
ha_1: 223 / 2790
inv_1: 114 / 428
o21a_1: 5 / 37.5
nand2_1: 67 / 251
nand2b_1: 7 / 43.8
o22ai_1: 13 / 81.3
fa_1: 53 / 1060
nor3_1: 7 / 35.0
clkbuf_1: 28 / 105
dfrtp_1: 91 / 2280
nand3_1: 15 / 75.1
a211oi_1: 4 / 30.0
and2_1: 131 / 820
a21o_1: 17 / 128
buf_4: 29 / 218
xor2_1: 28 / 245
nor3b_1: 3 / 22.5
nand4_1: 11 / 68.8
o21ai_0: 29 / 145
a31oi_1: 4 / 25.0
-- layout by cell type (no fill, tap or decap), types with 17 or more instances in the layout --
| cell | netlist | layout |
|---|---|---|
| nand2_1 | 67 | 67 |
| nor2b_1 | 22 | 22 |
| a21oi_1 | 37 | 37 |
| a21o_1 | 17 | 17 |
| dfrtp_1 | 91 | 91 |
| and2_1 | 131 | 131 |
| o21ai_0 | 29 | 29 |
| xnor2_1 | 33 | 33 |
| clkdlybuf4s50_1 | 0 | 78 |
| fa_1 | 53 | 53 |
| nor2_1 | 46 | 46 |
| inv_1 | 114 | 114 |
| xor2_1 | 28 | 28 |
| conb_1 | 1 | 29 |
| ha_1 | 223 | 223 |
-- layer usage --
layer  vias to the layer above  part of all wire (%)  GRT usage [%]
li1                       3683                     -              -
met1                      3497                    46           32.9
met2                       166                    48           36.9
met3                        24                   4.5           3.10
met4                         0                   1.7           3.49
met5                         -                     0              0
-- registers in the layout (all words and copies together), names as in the netlist --
signal and count:
alu_op 31, i_type 1, immi_val 26, opcode_ex 6, opcode_mem 6, prog_count 8
r_type 1, regA 4, regB 4, regB_mem 4
-- power by group through the flow --
stage     logic, uW  registers (uW)  clock network, uW
4_1_cts        78.3             371                326
5_1_grt        88.4             374                338
6_report       76.2             371                316
-- cell families after synthesis --
logic type,Yosys count,share of synthesized area (%)
AOI/OAI and AO/OA,142,9.24
xor gates and xnor gates,61,5.27
adders and majority gates,276,38.0
buffers and inverters,171,7.40
DFF,91,22.4
muxes,2,0.210
other,1,0.0370
and+or+nand+nor,328,17.4
-- per-stage QoR --
stage               cells  setup WS, ps  total power, uW
detailed placement   1397          4940              455
global placement     1397          5030              455
global route         1413          4590              801
floorplan            1100          5200              407
CTS                  1413          4920              776
finish               1413          4920              763
-- worst min path at each step --
stage	depth (start not counted)	to
final	0	opcode_mem[2]$_DFF_PN0_
after global routing	0	opcode_mem[2]$_DFF_PN0_
after CTS	0	opcode_mem[2]$_DFF_PN0_
-- layout make-up --
| type | instances | area, um^2 |
|---|---|---|
| Clock buffer | 9 | 225 |
| Clock inverter | 7 | 66.3 |
| Fill cell | 1768 | 8240 |
| Inverter | 114 | 428 |
| Multi-Input combinational cell | 838 | 7230 |
| Sequential cell | 91 | 2280 |
| Tap cell | 265 | 332 |
| Timing Repair Buffer | 89 | 863 |
Power is estimated from default activity; no workload was simulated.
